## flow/config.mk

```make
export PLATFORM = sky130hd
export DESIGN_NAME = alu
export DESIGN_NICKNAME = alu
export VERILOG_FILES = /design/flow/design.v
export SDC_FILE = /design/flow/constraint.sdc
export NUM_CORES = 4
export LEC_CHECK = 1
export CORE_UTILIZATION = 30
```

## flow/constraint.sdc

```tcl
current_design alu

set clk_period 11.1
set clk_io_pct 0.2

create_clock -name clk0 -period $clk_period

set non_clock_inputs [all_inputs -no_clocks]
set_input_delay [expr $clk_period * $clk_io_pct] -clock clk0 $non_clock_inputs
set_output_delay [expr $clk_period * $clk_io_pct] -clock clk0 [all_outputs]
```

## flow/design.v

```verilog
`timescale 1ns / 10ps
module alu(
   a,    
   b,    
   op,    
   imm,    
   out,    
	zero    
   );
   input [16-1:0] a, b;
   input [3:0] op;
   input [16-1:0] imm;
   output reg [16-1:0] out;
   output reg zero;
always @(a or b or op or imm)
begin
   case(op)
       4'b0000: out = a+b;
       4'b0001: out = a - b;
       4'b0010: out = a & b;
       4'b0011: out = a^b;
       4'b0100: out = a << imm;
       4'b0101: out = a >> imm;
       4'b0110: out = a<=b;
       4'b0111: out = a*b;
       4'b1000: out = a + imm;
		 4'b1001: out = a + imm;
		 4'b1010: out = a - b;
   endcase
	if(out==0)
		zero=1;
	else
		zero=0;
end
endmodule
```

## flow/run.sh

```bash
#!/bin/bash
# OpenROAD 26Q1-2900-gdf79404cd8, Yosys 0.63+post, stock flow scripts
make -C /OpenROAD-flow-scripts/flow DESIGN_CONFIG=/design/flow/config.mk WORK_HOME=/design/flow/orfs finish
```

==> impl_metrics.yaml <==
# yosys + openroad results
cells_and_area:
  final_layout_top_logic_cell: "inv_1"
  post-route-util_pct: 34.91
  combGateArea_sq_um: 7652
  layout_top_cells: "inv_1, nand2_1, ha_1"
  design_area_sq_um: 10070
  layout-drive-gt1-share_pct: 7.833
  nFillCells: 3051
  largest_register_ffs: 16
  syn_to_final_growth_pct: 13.89
  final-seq-area_sq_um: 240.2
floorplanning:
  chipArea_sq_um: 30180
  io-pin-count: 69
  fp_util_pct: 30.65
  rows: 62
  die_h_microns: 173.7
  core_sq_um: 28860
  floorplan.die.width_microns: 173.7
worst_hold_path:
  holdPathEnd: "zero"
  hp-class: "input pin to primary output"
  min_from: "imm[0]"
  hold_depth: 9
setup_path:
  crit_family: "adder cells"
  critPathArrivalTime_ns: 8.63
  cp_slowest_cell: "clkdlybuf4s50_1"
  cp.buffers_inverters: 6
  crit_chain: "clkdlybuf4s50_1, and2_1, fa_1, inv_1, fa_1, fa_1, fa_1, inv_1, fa_1, inv_1, fa_1, inv_1, ha_1, nand4_1, o21ai_0, or3_1, nand3_1, a32oi_1, nor4_1, nor4b_2, clkdlybuf4s50_1"
  start_kind: "input pin"
  criticalPathCategory: "input pin to primary output"
  cp_common_cell: "fa_1"
  critPathCaptureType: "primary output"
  worstPathRequired_ns: 8.88
  crit_path_max_incr_delay_ns: 0.68
  crit_path_max_fanout: 10
sta:
  rsz0062_at_grt: "false"
  finalSetupViolCount: 0
  worst_slew_pin_slew_ns: 0.9036
  finalSetupTns_ns: 0
  drv_slew: 0
  relSlewSlack_pct: 39.76
  fmax_mhz: 92.15
  untimed_endpoints: 32
  hold_viol: 0
  fin_crit_sh_pct: 97.77
  unclocked_pins: 16
  period_minus_slack_ns: 10.85
  setup_slack_ns: 0.2479
synth:
  async_flop_share_pct: 0
  syn-cell-area_sq_um: 8846
  ys.flops: 16
  ys_area_sq_um: 8846
  syn_area_per_cell_sq_um: 7.652
  ys_types: 87
  edf_count: 0
  synth_warnings: 1
  syn_inst: 1156
  synthFlopType: "dlxtn_1"
  ys_cells: 1156
global_routing:
  grt_max_degree: 50
  grt.total_usage_pct: 22.74
  overflow: 0
  grt_pass1_wl_microns: 50980
  grt_pass1_vias: 8402
  antenna_found_initial: 2
placed_design:
  dp_worst_setup_slack_ns: 0.1051
  placed_area_sq_um: 10050
  finalWeightedCongestion: 0.9846
  portBuffers: 69
  hpwl_microns: 26740
pwr:
  max-vdd-ir-drop_mv: 0.1711
  p_per_area_nw_per_um2: 130.0
  p_leak_nw: 4.488
detailed_routing:
  antenna_left: 0
  drc: 0
  viasPerCell: 5.392
  first_pass_iters: 5
  routedWlPerCell_microns: 20.69
  vias: 8551
  finalWirelength_microns: 32810
  drt_iter0_drc: 703
run_status:
  status: "complete, no violations"
cts:
  cts_resized: 0
  cts_setup_buffers: 0
  postCtsHoldBufs: 0
flow_run:
  drv_cap: 0
  warning_count: 48
-- routing by layer --
metal / track usage (%) / vias up / routed length, microns / share of wire, %
li1: - / 4054 / - / -
met1: 34.91 / 4160 / 15370 / 47
met2: 35.06 / 311 / 14620 / 45
met3: 3.400 / 26 / 2186 / 6.7
met4: 3.509 / 0 / 636 / 1.9
met5: 0 / - / 0 / 0
-- synth_stat cells (11+ instances only) --
library cell	n	area [sq um]
buf_2	17	85.08
nor3_1	21	105.1
a21oi_1	56	280.3
nand2b_1	14	87.58
dlxtn_1	16	240.2
fa_1	82	1642
ha_1	96	1201
nand3_1	17	85.08
nor2_1	71	266.5
nand2_1	120	450.4
clkbuf_1	50	187.7
nor2b_1	11	68.82
xnor2_1	34	297.8
o21ai_0	66	330.3
mux2i_1	25	250.2
a211oi_1	13	97.59
xor2_1	16	140.1
and2_1	52	325.3
mux4_2	17	382.9
inv_1	157	589.3
-- per-stage QoR --
stage | power (mW) | cells | hold slack [ns]
6_report | 1.310 | 1586 | 5.878
5_1_grt | 1.482 | 1585 | 5.977
4_1_cts | 1.314 | 1584 | 5.883
3_5_place_dp | 1.304 | 1584 | 5.870
3_3_place_gp | 1.307 | 1584 | 5.879
2_1_floorplan | 0.9629 | 1156 | 4.899
-- how the worst max path moves through the flow --
stage	endpoint	depth (start not counted)	from	slack, ns
finish	zero	21	b[6]	0.25
global route	zero	23	a[8]	0.001
CTS	zero	21	a[6]	0.09
-- layout make-up --
cell class / instances / share of cell area [%]
Timing Repair Buffer: 122 / 10.90
Tap cell: 384 / 4.769
Multi-Input combinational cell: 903 / 75.96
Inverter: 159 / 5.936
Sequential cell: 16 / 2.384
Antenna cell: 2 / 0.04968
-- kinds of logic (layout without fill, tap and decap cells) --
logic type	after synthesis	after routing	share of synthesized area [%]
buffers and inverters	237	281	10.88
latches	16	16	2.716
other	0	2	0
multiplexers	53	53	8.925
AND-OR/OR-AND	264	264	20.09
adder cells (fa/ha/maj)	178	178	32.14
AND/OR/NAND/NOR	357	357	20.06
XOR/XNOR	51	51	5.205
-- where the power goes --
group / total [mW] / switching (mW) / internal (mW)
clock: 0.0000000242 / 0 / 0.0000000242
combinational: 1.30 / 0.730 / 0.569
sequential: 0.0108 / 0.000982 / 0.00979
Power and IR drop assume default switching activity.
