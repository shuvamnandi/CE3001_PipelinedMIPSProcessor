--- flow/run.sh ---
#!/bin/bash
# OpenROAD 26Q1-2900-gdf79404cd8, Yosys 0.63+post, stock flow scripts
make -C /OpenROAD-flow-scripts/flow DESIGN_CONFIG=/design/flow/config.mk WORK_HOME=/design/flow/orfs finish
--- flow/constraint.sdc ---
current_design ID_EXE_stage

set clk_period 1.0
set clk_io_pct 0.2

create_clock -name clk0 -period $clk_period [get_ports {clk}]

set non_clock_inputs [all_inputs -no_clocks]
set_input_delay [expr $clk_period * $clk_io_pct] -clock clk0 $non_clock_inputs
set_output_delay [expr $clk_period * $clk_io_pct] -clock clk0 [all_outputs]
--- flow/design.v ---
`timescale 1ns / 10ps
module ID_EXE_stage (
	input  clk,  rst, wen_in1, mem_read_in, mem_write_in, mem_to_reg_in, jal_in,
	input [16-1:0] rdata1_in,
	input [16-1:0] rdata2_in1,
	input [16-1:0] rdata2_in2,
	input [16-1:0] imm_in,
	input [3:0] opcode_in,
	input [4-1:0]waddr_in, 
	input [16-1:0]nPC_in,
	input branch_in,
	output reg wen_out1, mem_read_out, mem_write_out, mem_to_reg_out, jal_out,
	output reg [16-1:0] rdata1_out,
	output reg [16-1:0] rdata2_out1,
	output reg [16-1:0] rdata2_out2,
	output reg [16-1:0] imm_out,
	output reg [3:0] opcode_out,
	output reg[4-1:0]waddr_out,
	output reg [16-1:0]nPC_out,
	output reg branch_out
	);
always @ (posedge clk) begin
	if(rst)
	begin
		wen_out1<=0;
		mem_read_out<=0;
		mem_write_out<=0;
		mem_to_reg_out<=0;
		waddr_out <= 0;
		rdata1_out <= 0;
		rdata2_out1 <= 0;
		rdata2_out2 <= 0;
		imm_out<=0;
		opcode_out<=0;
		nPC_out<=0;
		branch_out<=0;
		jal_out<=0;
	end
   else
	begin
		wen_out1<=wen_in1;
		mem_read_out<=mem_read_in;
		mem_write_out<=mem_write_in;
		mem_to_reg_out<=mem_to_reg_in;
		waddr_out <= waddr_in;
		rdata1_out <= rdata1_in;
		rdata2_out1 <= rdata2_in1;
		rdata2_out2 <= rdata2_in2;
		imm_out<=imm_in;
		opcode_out<=opcode_in;
		nPC_out<=nPC_in;
		branch_out<=branch_in;
		jal_out<=jal_in;
	end
end
endmodule
--- flow/config.mk ---
export PLATFORM = sky130hd
export DESIGN_NAME = ID_EXE_stage
export DESIGN_NICKNAME = ID_EXE_stage
export VERILOG_FILES = /design/flow/design.v
export SDC_FILE = /design/flow/constraint.sdc
export NUM_CORES = 4
export LEC_CHECK = 1
export CORE_AREA = 10 10 132 132
export DIE_AREA = 0 0 142 142
==> out/metrics.json <==
{
  "detailed_routing": {
    "dr.pass1.iters": 3,
    "final_routed_drc_violation_total": 0,
    "antenna_cells": 0,
    "route.detailed.vias_per_inst": 3.37,
    "post_drt_wl_per_cell_um": 14.4,
    "route.vias.total": 1952,
    "antenna_left": 0,
    "drt-total-wl_um": 8360,
    "drt_iter0_drc": 29
  },
  "final_layout": {
    "layout.area.seq_um2": 1910,
    "drive_gt1_share_pct": 33.9,
    "area_growth_syn_to_layout_pct": 75.8,
    "multi_input_gate_area_um2": 588,
    "finalCoreUtilization_pct": 31.0,
    "n_fill_cell": 1484
  },
  "clock_network": {
    "ctsLongestPathBuffers": 2,
    "clock_slew_at_reported_path_ffs_ns": 0.06,
    "cts.root.buffer_cell": "sky130_fd_sc_hd__clkbuf_16",
    "postCtsSetupRepairBufs": 0,
    "htree_num_levels": 3,
    "clock_tree_from_tritoncts": "yes",
    "cts_made_buffers": 9,
    "cts.sinks": 94
  },
  "sta": {
    "grt_setup_unrepaired": "true",
    "fmax_mhz": 1030,
    "tightest_slew_ns": 0.233,
    "fin_tns_setup_ns": 0,
    "finalSetupViolCount": 0,
    "final_min_period_over_clock_period_pct": 97.4,
    "final-max-slew-violation-count": 0,
    "maxSlewHeadroom_pct": 84.5,
    "layout_min_cycle_time_ns": 0.974,
    "hold_viol_final": 0
  },
  "die": {
    "std_cell_rows": 44,
    "die_width_um": 142,
    "floorplan.core_util_pct": 17.6,
    "fp.dieArea_um2": 20200,
    "placeableCoreArea_um2": 14500,
    "boundary_pin_count": 190,
    "die-height_um": 142
  },
  "grt": {
    "grt_first_pass_wirelength_um": 12600,
    "globalRouteOverflowTotal": 0,
    "grt_antenna_before_repair": 0,
    "globalRouteTotalUtil_pct": 7.96,
    "first_global_vias": 2159,
    "grt_max_degree": 56
  },
  "yosys": {
    "yosys-top-cells-area": "sky130_fd_sc_hd__dfxtp_1, sky130_fd_sc_hd__nor2b_1, sky130_fd_sc_hd__buf_6",
    "largest_area_cell": "sky130_fd_sc_hd__dfxtp_1",
    "yosys_cell_count": 198,
    "synthDistinctLibCells": 5,
    "syn_area_per_cell_um2": 12.9,
    "yosys_warnings": 1,
    "netlist_area_um2": 2560,
    "synthesis.instances": 198,
    "dominant_kind_of_combinational_cell": "simple AND/OR/NAND/NOR gates",
    "synth_compound_gate_area_share_pct": 0,
    "yosys_register_bits": 94,
    "mux_cell_area_share_pct": 0,
    "ys_sh_adder_pct": 0,
    "yosysTopAreaCellShare_pct": 73.5,
    "post_synth_xor_area_fraction_pct": 0,
    "yosys.area_share.simple_pct": 23.0,
    "ys_seq_share_pct": 73.5,
    "yosys-stat-area_um2": 2560
  },
  "power": {
    "clockPowerShare_pct": 41.8,
    "switching_share_pct": 19.4,
    "total_switching_power_uw": 1580,
    "power.share.sequential_pct": 49.1,
    "leakagePower_uw": 0.00199,
    "power-per-cell-area_nw_per_um2": 1810,
    "ir_worst_vdd_mv": 0.800,
    "internal_power_uw": 6570,
    "combinationalPowerShare_pct": 9.1
  },
  "critical_path": {
    "critical_path_buf_inv_count": 1,
    "critical_path_depth": 1,
    "worstPathRequired_ns": 0.80,
    "critical_path.top_delay_family": "flip-flops",
    "cp_cell_sequence": "buf_2",
    "endpoint_kind": "output port",
    "critical-path-slowest-cell": "sky130_fd_sc_hd__dfxtp_2",
    "startpoint_type": "flop",
    "setup.worst_path.class": "flop to output port",
    "startpoint": "rdata2_out1[7]$_SDFF_PP0_",
    "critical_path_arrival_ns": 0.77,
    "timing.critical_path.fanout_max": 1,
    "worst_setup_path_endpoint": "rdata2_out1[7]",
    "critical-path-max-stage-delay_ns": 0.32
  },
  "placed_design": {
    "place_hpwl_um": 6770,
    "place_congestion": 0.777,
    "port-buffer-count": 189
  },
  "status": {
    "run_status": "completed"
  },
  "flow_run": {
    "maxcap_violations": 0,
    "warnings": 27
  },
  "hold_path": {
    "hold_path.class": "input port to flop"
  }
}
[layer usage]
metal,vias to the layer above,GRT usage [%],wire (um)
met2,116,12.0,3670
met1,847,9.60,3380
li1,978,-,-
met5,-,0,0
met4,0,1.56,151
met3,11,4.84,1160
[cells in the final DEF (no fill, tap or decap)]
cell type,n
sky130_fd_sc_hd__dfxtp_1,72
sky130_fd_sc_hd__buf_12,2
sky130_fd_sc_hd__clkdlybuf4s50_1,94
sky130_fd_sc_hd__nor2b_1,94
sky130_fd_sc_hd__clkinv_2,3
sky130_fd_sc_hd__clkbuf_8,2
sky130_fd_sc_hd__buf_6,2
sky130_fd_sc_hd__buf_2,92
sky130_fd_sc_hd__clkbuf_16,9
sky130_fd_sc_hd__dfxtp_2,22
sky130_fd_sc_hd__bufinv_16,1
sky130_fd_sc_hd__clkbuf_1,1
sky130_fd_sc_hd__buf_4,1
[layout make-up]
cell class / instances / share of cell area (%)
sequential: 94 / 42.4
tap: 184 / 5.12
clock inverter: 4 / 1.00
multi-input combinational: 94 / 13.1
clock buffer: 12 / 5.70
timing repair buffer: 191 / 32.7
[flip-flops by register name (all words and copies together) (netlist names), 4 cells and up]
register	cells
imm_out	16
nPC_out	16
opcode_out	4
rdata1_out	16
rdata2_out1	16
rdata2_out2	16
waddr_out	4
[synth_stat cells]
master / number
sky130_fd_sc_hd__dfxtp_1: 94
sky130_fd_sc_hd__nor2b_1: 94
sky130_fd_sc_hd__buf_6: 6
sky130_fd_sc_hd__buf_2: 3
sky130_fd_sc_hd__buf_4: 1
[worst min-delay path by stage]
stage | from | endpoint | slack [ns] | cells past startpoint
after CTS | rst | wen_out1$_SDFF_PP0_ | 0.26 | 3
after global routing | rst | wen_out1$_SDFF_PP0_ | 0.27 | 3
final | rst | wen_out1$_SDFF_PP0_ | 0.27 | 3
[cells by family (layout without fill, tap and decap cells)]
kind of cell,count (synthesis),after routing
flops,94,94
simple gates,94,94
buf+inv,10,207
[timing repair]
action                                  CTS  global route
gates cloned                              0             0
gates resized                           315             4
endpoints found under the setup margin   94             9
hold buffers                              0             0
pin swaps                                 0             0
[stage by stage]
stage	instances	area, um2	total power, uW	hold slack, ns	setup slack [ns]
CTS	579	4490	8320	0.263	-0.000395
global route	579	4500	8550	0.275	-0.00573
detailed placement	563	4630	5030	0.643	-0.0265
floorplan	198	2560	4210	0.328	0.361
finish	579	4500	8150	0.269	0.0264
global placement	563	4630	5020	0.642	-0.0255
[power groups by stage]
| stage | clock network (uW) | logic (uW) | registers [uW] |
|---|---|---|---|
| 4_1_cts | 3560 | 760 | 4000 |
| 5_1_grt | 3710 | 820 | 4020 |
| 6_report | 3410 | 738 | 4000 |
Power is estimated from default activity; no workload was simulated.
