===== flow/config.mk =====
export PLATFORM = sky130hd
export DESIGN_NAME = regfile
export DESIGN_NICKNAME = regfile
export VERILOG_FILES = /design/flow/design.v
export SDC_FILE = /design/flow/constraint.sdc
export NUM_CORES = 4
export LEC_CHECK = 1
export CORE_UTILIZATION = 50

===== flow/constraint.sdc =====
current_design regfile

set clk_period 8.7
set clk_io_pct 0.2

create_clock -name clk0 -period $clk_period [get_ports {clk}]

set non_clock_inputs [all_inputs -no_clocks]
set_input_delay [expr $clk_period * $clk_io_pct] -clock clk0 $non_clock_inputs
set_output_delay [expr $clk_period * $clk_io_pct] -clock clk0 [all_outputs]

===== flow/design.v =====
`timescale 1ns / 10ps
module regfile (
	clk,
	rst,
	wen,
	raddr1, 
	raddr2, 
	waddr, 
	wdata, 
	rdata1,
	rdata2
	);
	input clk;
	input rst;
	input wen;
	input [4-1:0] raddr1; 
	input [4-1:0] raddr2; 
	input [4-1:0] waddr; 
	input [16-1:0] wdata; 
	output [16-1:0] rdata1;
	output [16-1:0] rdata2;
	reg [16-1:0] regdata [0:16-1];
integer i;
	always@(posedge clk)
		begin
			if(rst)
				begin
					for (i=0; i<16; i=i+1)
						regdata[i] <=0;
					regdata[0] <=6; 
					regdata[1] <=66; 
					regdata[2] <=0; 
					regdata[3] <=3; 
					regdata[7] <=0; 
					regdata[8] <=66; 
				end
			else
				regdata[waddr] <= ((wen == 1)) ? wdata : regdata[waddr];
		end
	assign rdata1 = ((wen) && (waddr == raddr1)) ? wdata : regdata[raddr1];
	assign rdata2 = ((wen) && (waddr == raddr2)) ? wdata : regdata[raddr2];
endmodule 

===== flow/run.sh =====
#!/bin/bash
# OpenROAD 26Q1-2900-gdf79404cd8, Yosys 0.63+post, stock flow scripts
make -C /OpenROAD-flow-scripts/flow DESIGN_CONFIG=/design/flow/config.mk WORK_HOME=/design/flow/orfs finish

==> run notes <==
Flow results are below.

- The final sum of negative setup slack is 0 ns, for reference.
- The post-route antenna net violation count is 0, for reference.
- The count of tool warnings is 25, for reference.
- The worst-case hold slack is 2.32 ns, for reference.
- The clock tree root driver cell is clkbuf_16, for reference.
- The buffer count from post-CTS setup fixing is 0, for reference.
- The number of antenna violations at the first check in global routing is 0.
- The proportion of power drawn by flip-flops and latches is a little under half, for reference.
- The part of the total power dissipated in the clock network is approximately two fifths, for reference.
- The count of endpoints failing setup in the final report is 0, for reference.
- The first global-routing pass estimated 55.7 mm of wire.
- The largest fanout on the critical path is 36, for reference.
- Synthesis inferred 256 register bits.
- The worst setup path is of the in2out kind.
- The number of buffers created by CTS is 28, for reference.
- Of the total power, the share spent switching nets is between 20% and 30%.
- The estimated wirelength of the detail-placed design is roughly 23 mm, for reference.
- At the worst endpoint, the required time is between 6 and 7 ns.
- In this run the deepest clock path goes through 3 buffers.
- The script computed a power per unit cell area of approximately 190 nW/µm².
- The mean routed wirelength per cell is between 20 and 30 µm, for reference.
- Pins over their slew limit in the final report were tallied at 0.
- The number of global-route vias before repair is 8795, for reference.
- The share of cells above drive strength 1 is between 20% and 30%, for reference.
- Synthesis handed over a netlist of 897 instances.
- The area growth from synthesis to layout is 12.6%, for reference.
- The register with the most flip-flops is regdata, for reference.
- The register with the most flip-flops in the layout has approximately 260 of them.
- The maximum number of pins on one net before global-route repair is roughly 46, for reference.
- The run finished with clean final reports.
- The chip area is 29200 µm², for reference.
- The pre-antenna-repair detailed-routing pass consisted of 4 iterations.
- The registers reported with the highest flop counts are regdata x256.
- After synthesis, the design contains 897 cells according to Yosys.
- The maximum ir drop on the vdd rail is approximately 130 µV, for reference.
- The synthesized chip area reported by yosys is around 14000 µm², for reference.
- The cell area after synthesis is around 14000 µm², for reference.
- The routability congestion estimate from global placement is about 0.83, for reference.
- For this run, the number of Yosys warnings is 1.
- The number of gates given a new drive strength after cts is 0, for reference.
- After synthesis, the mean cell area works out to approximately 16 µm².
- For this run, the total global-route usage over all layers was measured as 30.0%.
- The routed layout has ~8000 vias.
- The via count normalized by instance count is ~6.0, for reference.
- The final period demand of the worst path is ~6.4 ns, for reference.
- The detailed router's first-iteration violation count is about 420, for reference.
- The most common logic cell in the final layout is edfxtp_1.
- The combinational cell fraction of total power is 13.5%, for reference.
- After synthesis, the share of flip-flops with an asynchronous set or reset is 0%.
- The maximum clock rate is approximately 160 MHz, for reference.
- Looking at the max-slew report, the worst-margin pin has a slew of slightly below 0.9 ns.
- The worst path setup slack after routing is 2.33 ns, for reference.
- The CTS log lists the clock sinks for this run as 256.
- Across the run, the number of max-cap violations was 0.
- In the routed design, unresolved DRC markers number 0.
- Post-route period utilization is reported as about 73%.
- The worst setup path is launched from a primary input.
- The I/O pin count is approximately 63, for reference.
- In this run the number of H-tree levels came out at 1.
- The number of hold-repair buffers added at the cts stage is 0, for reference.
- Setup repair after global routing left no endpoint under its margin.
- The share of synthesized area occupied by flip-flops and latches is a little over half, for reference.
- The number of buffer cells added on primary ports is 62, for reference.
- The class of the most critical hold timing path is in2reg, for reference.
- Timing analysis after detailed placement gives a worst setup slack of between 2 and 2.5 ns.
- The power report lists cell-internal power as 2370 µW.
- The net switching component of the power is between 600 and 700 µW, for reference.
- The number of fill cells in the layout is between 2000 and 2500, for reference.
- Once the floorplan was initialized, standard cells occupied 51.0% of the core.
- The overall power after layout is ~3100 µW, for reference.
- The final hold violation count recorded for this run is 0.
- The routed design ends up with an antenna cell count of 0.
- The floorplan has between 60 and 70 rows.
- Leaving out fill and tap cells, the most frequent cells in the layout are 256 x edfxtp_1, 248 x and2_1, 127 x mux4_2.
- The die is 171 µm tall.
- The leakage component of the power was reported as between 0.005 and 0.006 µW.
- The post-synth count of flops with an enable pin is about 260.
- The endpoint kind of the worst setup timing path is an output pin, for reference.
- The aggregate routed wire length is 37.4 mm, for reference.
- The number of unique standard cell types used by synthesis is 24, for reference.
- The worst max-slew margin expressed relative to the limit is 40.9%, for reference.
- For this run the aggregate overflow at the end of global routing stands at 0.
- TritonCTS built the clock tree.
- The standard cell core area is approximately 28000 µm², for reference.
- On the critical path the data arrives at 4.63 ns.
- Cells fill ~57% of the core in the end.
- The most used flip-flop cell after synthesis is edfxtp_1, for reference.
- The clock transition at the register clock pins on the worst setup and hold paths after CTS is ~0.060 ns, for reference.
- The die is between 150 and 200 µm wide.
[path summary, 6_finish.rpt]
kind	from	to	slack [ns]	depth (start not counted)
min	wdata[13]	regdata[0][13]$_SDFFCE_PN0P_	2.32	2
max	raddr2[3]	rdata2[7]	2.33	7
[per-layer routing]
metal,share of wire [%],track usage [%],wire (µm),vias to the layer above
met5,0,0,0,-
met4,2.6,6.79,987,0
met3,14,18.3,5380,54
met2,47,43.7,17500,548
met1,36,41.5,13500,3875
li1,-,-,-,3534
[cells in the mapped netlist (2+ instances only)]
| cell type | number | area (µm²) |
|---|---|---|
| mux2i_1 | 96 | 961 |
| or3_1 | 4 | 25.0 |
| nor3_1 | 2 | 10.0 |
| buf_1 | 4 | 15.0 |
| or2_2 | 16 | 100 |
| nand2_1 | 4 | 15.0 |
| buf_2 | 22 | 110 |
| edfxtp_1 | 256 | 7690 |
| mux4_2 | 127 | 2860 |
| xnor2_1 | 2 | 17.5 |
| nor3_2 | 2 | 20.0 |
| nor4_4 | 2 | 42.5 |
| buf_4 | 2 | 15.0 |
| buf_6 | 12 | 135 |
| clkbuf_1 | 37 | 139 |
| mux2_2 | 32 | 360 |
| nor2_1 | 12 | 45.0 |
| xor2_1 | 6 | 52.6 |
| nand2b_1 | 7 | 43.8 |
| and2_1 | 248 | 1550 |
[worst max-delay path, stage by stage]
cell	delay, ns
buf_2	0.67
buf_4	0.63
mux4_2	0.39
mux2i_1	0.33
mux2i_1	0.14
mux2_2	0.29
clkdlybuf4s50_1	0.41
[cell families after synthesis]
group                  Yosys count  synth area share [%]
multiplexers                   256                  29.5
AND/OR/NAND/NOR                300                  13.2
flip-flops                     256                  53.9
buffers and inverters           77                  2.90
XOR/XNOR                         8                 0.491
[final cells by class]
| type | instances | area (µm²) | area share, % |
|---|---|---|---|
| sequential | 256 | 7690 | 47.9 |
| multi-input combinational | 564 | 6170 | 38.4 |
| timing repair buffer | 90 | 806 | 5.02 |
| clock buffer | 34 | 744 | 4.64 |
| tap | 378 | 473 | 2.95 |
| clock inverter | 17 | 180 | 1.12 |
[through the flow]
step                std cells  instance area, µm²
floorplan                 897               14300
global placement         1288               15100
detailed placement       1288               15100
CTS                      1339               16100
global route             1339               16100
finish                   1339               16100
[power groups by stage]
stage / Combinational (µW) / Clock (µW) / Sequential (µW)
4_1_cts: 416 / 1210 / 1460
5_1_grt: 441 / 1250 / 1470
6_report: 412 / 1190 / 1460
Power figures rest on the tool's default switching activity, not on a simulated workload.
